==> design.v <==
module register_sync #(
    parameter integer WIDTH             = 8
) (
    input   wire                        clk,
    input   wire                        reset,
    input   wire    [WIDTH - 1 : 0]     in,
    output  wire    [WIDTH - 1 : 0]     out
);
    reg [ WIDTH - 1 : 0 ]   out_reg;
    always @(posedge clk) begin
        if (reset) begin
            out_reg <= 'b0;
        end else begin
            out_reg <= in;
        end
    end
    assign out = out_reg;
endmodule
==> run.sh <==
#!/bin/bash
# OpenROAD 26Q1-2900-gdf79404cd8, Yosys 0.63+post, stock flow scripts
make -C /OpenROAD-flow-scripts/flow DESIGN_CONFIG=/design/flow/config.mk WORK_HOME=/design/flow/orfs finish
==> config.mk <==
export PLATFORM = sky130hd
export DESIGN_NAME = register_sync
export DESIGN_NICKNAME = register_sync
export VERILOG_FILES = /design/flow/design.v
export SDC_FILE = /design/flow/constraint.sdc
export NUM_CORES = 4
export LEC_CHECK = 1
export CORE_AREA = 10 10 70 70
export DIE_AREA = 0 0 80 80
==> constraint.sdc <==
current_design register_sync

set clk_period 1.0
set clk_io_pct 0.2

create_clock -name clk0 -period $clk_period [get_ports {clk}]

set non_clock_inputs [all_inputs -no_clocks]
set_input_delay [expr $clk_period * $clk_io_pct] -clock clk0 $non_clock_inputs
set_output_delay [expr $clk_period * $clk_io_pct] -clock clk0 [all_outputs]
==> results_slide.txt <==
Key Metrics from the Run

Status
  – Status: finished, final reports clean

Yosys
  – Yosys reg bits: 8
  – Mapped Cells: 16
  – Synthesized area: between 200 and 250 um^2
  – Register area share after synthesis: 0.762
  – Ys cells: 16
  – Yosys cell types: 2
  – Avg Cell Area, Syn: 13.1 um^2
  – Top cells, area: dfxtp_1 (76%), nor2b_1 (24%)
  – Area leader, netlist: dfxtp_1
  – Area share, top type: 0.762
  – Ys Warns: 1
  – YS chip area: roughly 210 um^2

Clock tree
  – CTS Sinks: 8
  – Postcts setup bufs: 0
  – # hold bufs at CTS: 0
  – Clock buffer depth: 2
  – Clock Root Buffer: clkbuf_4
  – CTS tree: built
  – Clk slew on worst S/H paths: 0.05 ns
  – CTS Buf Count: 3
  – H-tree depth: 1

Global routing
  – Met3 usage: 0.00455
  – GRT met2 Usage: 0.0401
  – Busiest grt layer: met2
  – Total global routing overflow: 0
  – Largest net degree at the start of global routing: 9
  – Vias in the first global route: a little under 200
  – Total GRT Usage: 0.0204
  – Initial antenna violation count: 0
  – First-pass GRT wire length: slightly below 1000 um
  – GR Layer Usage met1: 0.0188

Floorplan
  – Fp util: 0.0615
  – Std cell rows: 21
  – Chip Footprint: ~6400 um^2
  – Top Ports: 18
  – Die Ht: 80 um
  – Die Wd: 80 um
  – Core Box Area: 3420 um^2

Min path
  – Number of cells on the worst hold path: 2
  – Min-Delay Startpoint: in[3]
  – Min-Delay Path Class: input pin to flip-flop
  – Hold EP: out_reg[3]

Pwr
  – Tot Pwr: 638 uW
  – Leakage: 0.000175 uW
  – Pwr dens: 1370 nW/um^2
  – Worst VDD drop: between 200 and 250 uV
  – NetSw: around 110 uW
  – Sequential share of power: 0.538
  – Internal power: 531 uW
  – Sw Share: 0.168
  – Clk network pwr share: 0.352
  – Comb power frac: 0.110

Worst setup path
  – Critical path depth: 1
  – Max incr delay on CP: between 0.3 and 0.4 ns
  – Crit-path slowest cell: dfxtp_2
  – Critical path launch point type: flip-flop
  – Critical-path cell list: dlygate4sd2_1
  – Data arrival, critical path: between 0.7 and 0.8 ns
  – WS Path Type: flip-flop to primary output
  – Max FO, Critical Path: 1
  – Cell family with most CP delay: flip-flops
  – CP bufs+invs: 1
  – Critical Path RT: approximately 0.80 ns
  – CP endpoint kind: primary output

Cells and area
  – Layout cells sized above 1: 0.222
  – Core Util, Final: 0.136
  – Largest register FFs: 8
  – Top cell excl fill/tap: clkdlybuf4s50_1
  – Finished Cell Area: about 460 um^2
  – Fillers: 393
  – Most frequent cells in the layout: clkdlybuf4s50_1 (9), nor2b_1 (8), clkdlybuf4s15_1 (6)
  – Layout area overhead: 121%

Detailed routing
  – Drt pass-1 iters: 1
  – DRC: 0
  – Final antenna-violating net count: 0
  – Vias: approximately 170
  – Iter 0 DRT Violations: 0
  – DRT Wirelength: around 700 um
  – Ant diodes: 0
  – Via/cell ratio: 2.11
  – Wirelength per Cell: between 8 and 9 um

STA
  – Count of final setup violators: 0
  – Hold Vio Cnt, Final: 0
  – Fmax: approximately 1000 MHz
  – Final min period: around 0.97 ns
  – Worst slew margin: 0.820
  – Final hold slack: between 0.5 and 0.6 ns
  – Pins over their slew limit: 0
  – Final period util: 0.972
  – RSZ-0062 raised after global routing: false
  – Worst Max-Slew Pin Slew: ~0.27 ns

Job
  – Tool Warnings: 25
  – Max Cap Violations: 0

Placement
  – RD Place Congestion: between 0.6 and 0.7
  – Placed cell area: between 400 and 500 um^2
  – PortBufs: 17
[synthesized netlist by cell type]
cell	instances
dfxtp_1	8
nor2b_1	8
[metal layers]
| layer | vias to the layer above | wire length (um) |
|---|---|---|
| li1 | 89 | - |
| met1 | 76 | 217 |
| met2 | 6 | 448 |
| met3 | 2 | 15 |
| met4 | 0 | 19 |
| met5 | - | 0 |
[stage by stage]
step / std cells / worst slack (ns) / TNS [ns]
after global placement: 79 / -0.00127 / -0.00233
after floorplan: 16 / 0.538 / 0
after global routing: 82 / 0.00144 / 0
final: 82 / 0.0275 / 0
after CTS: 82 / 0.00758 / 0
after detailed placement: 79 / -0.0202 / -0.111
[worst max-delay path by stage]
stage	startpoint	endpoint	slack, ns
after CTS	out_reg[7]	out[7]	0.008
after global routing	out_reg[4]	out[4]	0.001
final	out_reg[4]	out[4]	0.03
[area by class of cell]
cell class                 instances  area [um^2]  share of cell area
clock buffer                       3         22.5              0.0485
multi-input combinational          8         50.0               0.108
sequential                         8          166               0.358
tap                               46         57.6               0.124
timing repair buffer              17          168               0.361
[power by group through the flow]
stage / Combinational (uW) / Sequential (uW) / Clock [uW]
after CTS: 69.1 / 343 / 235
after global routing: 75.9 / 345 / 251
final: 70.0 / 343 / 225
[logic make-up (layout without fill, tap and decap cells)]
group | count (synthesis) | in the layout | synth area share
flops | 8 | 8 | 0.762
buf+inv | 0 | 20 | 0
simple gates | 8 | 8 | 0.238
[timing repair]
action,CTS,global route
gates resized,11,8
hold endpoints to repair,0,0
endpoints found under the setup margin,8,6
No activity file was given, so power comes from the tool's default toggle rates.
